--- flow/config.mk ---
export PLATFORM = sky130hd
export DESIGN_NAME = async_fifo
export DESIGN_NICKNAME = async_fifo
export VERILOG_FILES = /design/flow/design.v
export SDC_FILE = /design/flow/constraint.sdc
export NUM_CORES = 4
export LEC_CHECK = 1
export CORE_UTILIZATION = 50
--- flow/constraint.sdc ---
current_design async_fifo

set clk_period 6.4
set clk_io_pct 0.2

create_clock -name clk0 -period $clk_period [get_ports {clk_rdd}]
create_clock -name clk1 -period $clk_period [get_ports {clk_wrd}]

set non_clock_inputs [all_inputs -no_clocks]
set_input_delay [expr $clk_period * $clk_io_pct] -clock clk0 $non_clock_inputs
set_output_delay [expr $clk_period * $clk_io_pct] -clock clk0 [all_outputs]
--- flow/design.v ---
module async_fifo
  #(parameter FIFO_SIZE=8, DATA_SIZE=32)
  (
  input reg [DATA_SIZE-1:0]  data_in,
  input 		     pop,
  input 		     push,
  input 		     clk_rdd,
  input 		     clk_wrd,
  input 		     rst,
  output reg [DATA_SIZE-1:0] data_out,
  output reg 		     empty,
  output reg 		     full
  );
  localparam ADD_WIDTH = $clog2(FIFO_SIZE);
  wire [ADD_WIDTH:0] 	     nxt_wr_ad, nxt_rd_ad;
  reg [ADD_WIDTH:0] 	     wr_ad_wrd, rd_ad_rdd, wr_ad_rdd, rd_ad_wrd; 
  wire 			     read, write, rep_full, rep_empty;
  reg [DATA_SIZE-1:0] 	     reg_file [FIFO_SIZE-1:0];
  assign nxt_wr_ad = wr_ad_wrd+1;
  assign nxt_rd_ad = rd_ad_rdd+1; 
  assign read = pop & (~empty);
  assign write = push & (~full);
  assign data_out = reg_file[rd_ad_rdd[ADD_WIDTH-1:0]];                  
  always @(posedge clk_wrd)
    if(write) reg_file[wr_ad_wrd[ADD_WIDTH-1:0]] <= data_in;
  cross_clock #(
		.DATA_WIDTH(ADD_WIDTH+1)
		)
  cross_clock_wrd2rdd(
		      .bin_in(wr_ad_wrd),
		      .bin_out(wr_ad_rdd),
		      .clk_rec(clk_rdd),
		      .clk_snd(clk_wrd), 
		      .rst(rst)
		      );
  cross_clock #(
		.DATA_WIDTH(ADD_WIDTH+1)
		)
  cross_clock_rdd2wrd(
		      .bin_in(rd_ad_rdd), 
		      .bin_out(rd_ad_wrd),
		      .clk_rec(clk_wrd), 
		      .clk_snd(clk_rdd), 
		      .rst(rst)
		      );
  assign rep_full = (rd_ad_wrd[ADD_WIDTH] != wr_ad_wrd[ADD_WIDTH]);
  assign full = (rd_ad_wrd[ADD_WIDTH-1:0] == wr_ad_wrd[ADD_WIDTH-1:0])
    & rep_full;
  assign rep_empty = (wr_ad_rdd[ADD_WIDTH] == rd_ad_rdd[ADD_WIDTH]);
  assign empty = (wr_ad_rdd[ADD_WIDTH-1:0] == rd_ad_rdd[ADD_WIDTH-1:0])
    & rep_empty;
  always@(posedge clk_wrd or negedge rst) begin 
    if (~rst) wr_ad_wrd <= {(ADD_WIDTH+1){1'b0}};
    else if (write) wr_ad_wrd <= nxt_wr_ad;
  end
  always@(posedge clk_rdd or negedge rst) begin 
    if (~rst) rd_ad_rdd <= {(ADD_WIDTH+1){1'b0}};
    else if (read) rd_ad_rdd <= nxt_rd_ad;
  end
endmodule  
module cross_clock
  #(parameter DATA_WIDTH=32)
  (
  input 		      rst,
  input [DATA_WIDTH-1:0]      bin_in,
  input 		      clk_rec,
  input 		      clk_snd, 
  output reg [DATA_WIDTH-1:0] bin_out
   );
  integer 		      i;
  reg [DATA_WIDTH-1:0] 	      buff;
  wire [DATA_WIDTH-1:0]       grey_snd;
  reg [DATA_WIDTH-1:0] 	      grey_rec;
  reg [DATA_WIDTH-1:0] 	      flpd_grey_snd;
  assign grey_snd = bin_in ^ {1'b0 , bin_in[DATA_WIDTH-1:1]};
  always@(posedge clk_snd or negedge rst) begin
    if (~rst) flpd_grey_snd <= {(DATA_WIDTH){1'b0}};
    else flpd_grey_snd <= grey_snd;
  end
  always@(posedge clk_rec or negedge rst) begin
    if (~rst) begin
      grey_rec <= {(DATA_WIDTH){1'b0}};
      buff <= {(DATA_WIDTH){1'b0}};
    end
    else begin 
      buff <= flpd_grey_snd;
      grey_rec <= buff;
    end
  end
  always_comb begin
    bin_out[DATA_WIDTH-1] = grey_rec[DATA_WIDTH-1];
    for (i=DATA_WIDTH-2; i>=0; i=i-1) bin_out[i] = grey_rec[i] ^ bin_out[i+1];
  end
endmodule  
--- flow/run.sh ---
#!/bin/bash
# OpenROAD 26Q1-2900-gdf79404cd8, Yosys 0.63+post, stock flow scripts
make -C /OpenROAD-flow-scripts/flow DESIGN_CONFIG=/design/flow/config.mk WORK_HOME=/design/flow/orfs finish
==> job_summary.md <==
### Flow metrics

| Metric | Value |
|---|---|
| Core ar. | 22000 um2 |
| Synth async-reset ratio | 0.111 |
| Crit path kind | reg -> out |
| Top delay family on crit path | buffers and inverters |
| Crit path cell chain | buf_4 > mux4_1 > mux2_4 > clkdlybuf4s50_1 |
| # setup viols final | 0 |
| Crit. Startpoint | rd_ad_rdd[0] |
| Fin Setup TNS | 0 ns |
| FF-to-FF End | reg_file[4][3] |
| WP data arrival | roughly 2.7 ns |
| HPWL Detailed | 10.1 mm |
| Initial antenna violation count | 0 |
| VDD IR max | roughly 0.00025 V |
| Seq cells post-synth | 288 |
| Final worst slack | 2.40 ns |
| Row count | 54 |
| CTS tree | yes |
| YS chip area | 11300 um2 |
| Initial Utilization | 0.513 |
| Final Non-Filler Cells | 882 |
| Post-CTS setup buffers | 0 |
| Dpl cells | 824 |
| Area growth from synthesis to final layout | 18.2% |
| Number of global-route vias before repair | 5498 |
| Leak pwr | 4.56 nW |
| Worst hold path type | reg -> reg |
| Logic area | 2590 um2 |
| Crit-path slowest cell | mux4_1 |
| Global-route wire length before repair | 31.1 mm |
| Register area share after synthesis | 0.754 |
| Post-synth top area cell | edfxtp_1 |
| RD Place Congestion | approximately 0.76 |
| Final hold slack | 0.0411 ns |
| Ys Warns | 5 |
| Flop-to-flop setup slack | between 3 and 4 ns |
| Tot Pwr | 6.32 mW |
| Final hold violations | 0 |
| GRT Total Usage | 0.201 |
| R2r startpoint | wr_ad_wrd[0] |
| Drt total wl | a little under 20 mm |
| Cell area leaders | edfxtp_1, mux4_2, dfrtp_1, mux2_4, mux4_1 |
| Critical Path Sink | data_out[7] |
| Post-CTS Resized | 0 |
| Critical Path Stages | 4 |
| Cell area after synthesis | 11300 um2 |
| Pre-Repair DR Iteration Count | 49 |
| Antenna viol nets, final | 0 |
| IO buf count | between 60 and 70 |
| Reg clk slew, reported paths | 0.06 ns |
| Crit path capture type | primary output |
| Commonest flop | edfxtp_1 |
| Slew of the pin with the lowest slew margin | 0.726 ns |
| Layout cells sized above 1 | 0.268 |
| DRC errors left | 4 |
| Count of pins over their slew limit | 0 |
| Syn Inst Count | about 480 |
| PD cells | 475 nW/um2 |
| Critical path peak fanout | 27 |
| Unique cell type count in the Yosys netlist | between 40 and 50 |
| Register area | 8500 um2 |
| Vias per cell | approximately 5.7 |
| Io pins | 71 |
| Yosys cell count | slightly below 500 |
| Die W | 152 um |
| Max-cap violations | 0 |
| Status | finished, violations left |
| Worst path bufs/invs | 2 |
| WP data required | 5.12 ns |
| DR iter-0 viols | 272 |
| Wire length per cell | about 22 um |
| RSZ-0062 raised after global routing | no |
| Tool warnings | 29 |
| Skew final | a little under 0.007 ns |
| Slowest stage delay, CP | between 0.6 and 0.7 ns |
| Rel. slew slack | 0.516 |
| Failing checks | DRC |
| Type of origin of the critical path | flop |
| Via count | 4997 |
| Gr ovfl total | 0 |
| Pre-CTS WS | 2.62 ns |
| Syn Area/Cell | 23.3 um2 |
| Top post-synthesis cells by count | edfxtp_1, mux4_2, dfrtp_1 |
| Number of fill cells | 1492 |
| Yosys top cell area share | 0.683 |
| Post-CTS Hold Buffers | 0 |
| Largest net degree at the start of global routing | roughly 43 |
| Post-synth EDFFs | 256 |
| DIE AREA | 23100 um2 |
| Top-count cell post-synth | edfxtp_1 |
| Total clock sinks | approximately 290 |
| Die Y | 152 um |
| Worst R2R Path Depth | 5 |
[report_power, final]
group | internal [mW] | leakage, nW | switching, mW
sequential | 2.42 | 2.70 | 0.218
clock | 1.13 | 0.527 | 0.683
combinational | 1.11 | 1.34 | 0.762
[cell usage in the layout (no fill, tap or decap), types with 2 or more instances in the layout]
cell / count
clkbuf_16: 32
buf_4: 13
dfrtp_4: 2
clkdlybuf4s50_1: 69
a31oi_1: 4
ha_1: 7
inv_1: 5
nand2_1: 5
nor2_1: 2
a21oi_1: 2
clkinv_2: 7
xor2_1: 8
clkinv_1: 5
mux4_1: 13
edfxtp_1: 256
and3_2: 3
dfrtp_1: 29
and2_1: 2
xnor2_1: 8
mux2_4: 28
and2_2: 4
mux4_2: 51
mux2_2: 4
bufinv_16: 5
clkbuf_1: 5
nand2b_1: 3
nand3_1: 3
a21o_1: 2
[routing by layer]
metal / share of wire / global-route usage / vias to the layer above
met1: 0.38 / 0.308 / 2509
met4: 0.019 / 0.0379 / 0
li1: - / - / 2199
met5: 0 / 0 / -
met2: 0.48 / 0.291 / 258
met3: 0.12 / 0.113 / 31
[logic make-up after synthesis]
kind of cell,synth area share
compound gates,0.0123
xor+xnor,0.0184
fa+ha+maj,0.00778
buf+inv,0.0177
flops,0.754
mux,0.176
simple gates,0.0143
[state kept, by name (all words and copies together) (netlist names)]
register,flops
cross_clock_rdd2wrd.buff,4
cross_clock_wrd2rdd.grey_rec,4
rd_ad_rdd,4
reg_file,256
wr_ad_wrd,4
cross_clock_rdd2wrd.grey_rec,4
cross_clock_rdd2wrd.flpd_grey_snd,4
cross_clock_wrd2rdd.buff,4
cross_clock_wrd2rdd.flpd_grey_snd,4
[through the flow]
step	cell area (um2)	util
after detailed placement	12200	0.558
after floorplan	11300	-
after global placement	12200	0.558
final	13300	0.606
after global routing	13300	0.606
after CTS	13300	0.606
[worst min path at each step]
stage	from	to	slack, ns	depth (start not counted)
6_report	cross_clock_rdd2wrd.flpd_grey_snd[2]	cross_clock_rdd2wrd.buff[2]	0.04	0
5_1_grt	cross_clock_rdd2wrd.flpd_grey_snd[1]	cross_clock_rdd2wrd.buff[1]	0.05	0
4_1_cts	cross_clock_rdd2wrd.flpd_grey_snd[2]	cross_clock_rdd2wrd.buff[2]	0.02	0
[layout make-up]
type | instances | share of cell area
flip-flops and latches | 288 | 0.638
diodes | 1 | 0.000188
clock inverters | 19 | 0.0175
clock buffers | 38 | 0.0626
well taps | 280 | 0.0263
repair buffers | 82 | 0.0592
multi-input cells | 169 | 0.195
inverters | 5 | 0.00141
Power is estimated from default activity; no workload was simulated.
